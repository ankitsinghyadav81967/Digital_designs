--- flow/design.v ---
module top_module(
    input clk,
    input load,
    input [511:0] data,
    output [511:0] q ); 
      always @(posedge clk) begin
    if (load) begin
      q <= data;
    end else begin
        q[511] <= q[510];
        q[0] <= q[1];
        for (int i = 1; i < 511; i = i + 1) begin
        q[i] <= q[i-1] ^ q[i+1];
      end
    end
  end
endmodule
--- flow/run.sh ---
#!/bin/bash
# OpenROAD 26Q1-2900-gdf79404cd8, Yosys 0.63+post, stock flow scripts
make -C /OpenROAD-flow-scripts/flow DESIGN_CONFIG=/design/flow/config.mk WORK_HOME=/design/flow/orfs finish
--- flow/config.mk ---
export PLATFORM = sky130hd
export DESIGN_NAME = top_module
export DESIGN_NICKNAME = top_module
export VERILOG_FILES = /design/flow/design.v
export SDC_FILE = /design/flow/constraint.sdc
export NUM_CORES = 4
export LEC_CHECK = 1
export CORE_AREA = 10 10 395 395
export DIE_AREA = 0 0 405 405
--- flow/constraint.sdc ---
current_design top_module

set clk_period 1.1
set clk_io_pct 0.2

create_clock -name clk0 -period $clk_period [get_ports {clk}]

set non_clock_inputs [all_inputs -no_clocks]
set_input_delay [expr $clk_period * $clk_io_pct] -clock clk0 $non_clock_inputs
set_output_delay [expr $clk_period * $clk_io_pct] -clock clk0 [all_outputs]
==> flow_metrics.tcl <==
# flow metrics
set metrics [dict create \
    antenna_found_initial 56 \
    place_area_um2 37300 \
    ys_sh_simple_pct 9.36 \
    core_rows 141 \
    adder_and_majority_cell_fraction_of_the_synthesized_area_pct 0 \
    postRouteWirelength_um 148000 \
    endpoint_kind "output port" \
    arrival_ns 1.18 \
    post_synth_most_frequent_cells "512 x sky130_fd_sc_hd__dfxtp_1, 510 x sky130_fd_sc_hd__nand2_1, 510 x sky130_fd_sc_hd__xnor2_1, 410 x sky130_fd_sc_hd__o21ai_0, 89 x sky130_fd_sc_hd__o21ai_2" \
    top_regs "q x512" \
    critPathTopFamily "flip-flops" \
    grt_pass1_vias 22200 \
    cts_tree "built" \
    die_y_um 405 \
    synth-main-ff-cell "sky130_fd_sc_hd__dfxtp_1" \
    place_congestion 0.997 \
    synthArstFlopShare_pct 0 \
    synth.mux.area_fraction_pct 0.147 \
    synth_area_um2 20400 \
    edf_count 0 \
    clock_tree.buffer_depth 3 \
    min_period_over_period_pct 127 \
    largest-register "q" \
    ys_seq_elements 512 \
    final_core_util_pct 27.8 \
    worstSetupPathType "register to output port" \
    largest_register_ffs 512 \
    max_freq_mhz 716 \
    clock-root-buffer "sky130_fd_sc_hd__clkbuf_16" \
    dpl_worst_slack_ns -0.495 \
    xor_xnor_share_pct 21.8 \
    seq_area_um2 11200 \
    setup_viol 512 \
    postSynthCellCount 2158 \
    core_area_um2 147000 \
    max_cap_viol_count 0 \
    detail_route.iter0.violations 1197 \
    grt.overflow.total 0 \
    post_route_cells_drive_above_1_share_pct 49.9 \
    nFillCells 15400 \
    netlist.area_leader.share_pct 50.1 \
    chip_area_estimate_from_yosys_synthesis_um2 20400 \
    syn_avg_cell_area_um2 9.47 \
    number_of_design_rule_violations_left_after_detail_routing 0 \
    chip_area_um2 164000 \
    required_ns 0.88 \
    route.detailed.vias_per_inst 3.69 \
    die.size.x_um 405 \
    cellLeakagePower_nw 17.0 \
    hold_violations_final 0 \
    clk_pin_slew_worst_paths_ns 0.06 \
    report.final.slew_viol_count 0 \
    synth.distinct_cells 11 \
    netlist.top_cell.by_area "sky130_fd_sc_hd__dfxtp_1" \
    grt_max_degree 77 \
    ys_cells 2158 \
    vias 21500 \
    post_synth_main_logic_family "XOR/XNOR gates" \
    layout-area-overhead-vs-synth_pct 101 \
    crit_path_top_delay_cell "sky130_fd_sc_hd__dfxtp_4" \
    numClockSinks 512 \
    rsz0062_at_grt "yes" \
    cts_htree_levels 3 \
    setup.reg_to_reg.worst_slack_ns 0.03 \
    comb_area_um2 9430 \
    detailed_place_hpwl_um 127000 \
    worstPathBufferInverterCount 1 \
    worstSkewPairLatency_ns 0.64 \
    peakVddDrop_mv 1.40 \
    routedWlPerCell_um 25.3 \
    boundary_pins 1026 \
    outcome "complete, but fails checks" \
    floorplanUtilization_pct 13.9 \
    cts-buffers-inserted 71 \
    port-buffer-count 1025 \
    grt.total_usage_pct 17.6 \
    finalClockSkew_ns 0.0237 \
    synth.most_common_cell "sky130_fd_sc_hd__dfxtp_1" \
    tritonroute_pass_1_iters 6 \
    critPathMaxFanout 2 \
    remaining_antenna_violation_count 0 \
    setup_ws_ns -0.297 \
    slew_headroom_pct 72.3 \
    openroad.warnings 27 \
    violations "negative setup slack" \
    worst_hold_path_type "input port to register" \
    grt_pass1_wl_um 194000 \
    seq_area_frac_synth_pct 50.1 \
    cp-start-kind "register" \
    cp_cell_sequence "buf_6" \
    yosys-top-cells-area "sky130_fd_sc_hd__dfxtp_1 50%, sky130_fd_sc_hd__xnor2_1 22%, sky130_fd_sc_hd__o21ai_0 10%" \
    period_minus_slack_ns 1.40 \
    synth.yosys.warnings 514 \
    post_synth_ao_oa_area_fraction_pct 14.1 \
    worst_slew_pin_slew_ns 0.414 \
    final_cell_area_um2 41100 \
    slowest_delay_ns 0.41 \
    p_per_area_nw_per_um2 2100 \
]
-- timing repair --
item	CTS	global route
endpoints found under the hold margin	6	0
hold buffers	4	0
buffers inserted	107	9
pin swaps	1	3
gates resized	2645	48
setup endpoints to repair	529	740
-- kinds of logic after synthesis --
group           count (synthesis)
flops                         512
mux                             2
buf+inv                       114
xor+xnor                      510
compound gates                510
simple gates                  510
-- metrics by stage --
step	TNS [ns]	cells	total power, W	hold WS, ns
floorplan	0	2158	0.0358	0.329
global placement	-46.42	5601	0.0607	0.570
detailed placement	-45.84	5601	0.0604	0.571
CTS	-170.36	5824	0.0874	0.00562
global route	-142.85	5837	0.0905	0.0401
finish	-103.60	5846	0.0863	0.0820
-- layer usage --
metal | track usage (%) | up-vias | part of all wire [%]
met5 | 0 | - | 0.28
met4 | 2.88 | 62 | 2.0
met3 | 6.65 | 188 | 8.4
met2 | 30.4 | 716 | 50
met1 | 20.9 | 10100 | 39
li1 | - | 10400 | -
-- power by group --
group | leakage (nW) | switching, W | internal, W
clock network | 1.19 | 0.00960 | 0.0149
logic | 11.4 | 0.0133 | 0.0204
registers | 4.39 | 0.00386 | 0.0242
-- layout make-up --
type	instances	area share, %
diodes	16	0.0975
flip-flops and latches	512	27.2
well taps	1930	5.88
clock inverters	30	1.11
clock buffers	95	4.84
multi-input cells	1532	23.0
repair buffers	1731	38.0
-- worst paths after layout --
check	depth (start not counted)	endpoint	startpoint
max	1	q[138]	q[138]
min	3	q[19]	load
max reg2reg	5	q[461]	q[462]
min reg2reg	2	q[420]	q[419]
-- cells in the final DEF (no fill, tap or decap), types with 3 or more instances in the layout --
cell	instances
sky130_fd_sc_hd__buf_12	47
sky130_fd_sc_hd__buf_2	189
sky130_fd_sc_hd__buf_4	671
sky130_fd_sc_hd__buf_6	302
sky130_fd_sc_hd__buf_8	6
sky130_fd_sc_hd__bufinv_16	9
sky130_fd_sc_hd__clkbuf_1	12
sky130_fd_sc_hd__clkbuf_16	71
sky130_fd_sc_hd__clkbuf_8	12
sky130_fd_sc_hd__clkdlybuf4s50_1	512
sky130_fd_sc_hd__clkinv_2	9
sky130_fd_sc_hd__clkinv_4	3
sky130_fd_sc_hd__clkinvlp_4	3
sky130_fd_sc_hd__dfxtp_2	408
sky130_fd_sc_hd__dfxtp_4	104
sky130_fd_sc_hd__diode_2	16
sky130_fd_sc_hd__nand2_1	510
sky130_fd_sc_hd__o21ai_0	404
sky130_fd_sc_hd__o21ai_1	13
sky130_fd_sc_hd__o21ai_2	92
sky130_fd_sc_hd__xnor2_1	497
sky130_fd_sc_hd__xnor2_2	12
No activity file was given, so power comes from the tool's default toggle rates.
