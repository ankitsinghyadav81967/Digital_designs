<file path="run.sh">
#!/bin/bash
# OpenROAD 26Q1-2900-gdf79404cd8, Yosys 0.63+post, stock flow scripts
make -C /OpenROAD-flow-scripts/flow DESIGN_CONFIG=/design/flow/config.mk WORK_HOME=/design/flow/orfs finish
</file>
<file path="config.mk">
export PLATFORM = sky130hd
export DESIGN_NAME = vending_machine
export DESIGN_NICKNAME = vending_machine
export VERILOG_FILES = /design/flow/design.v
export SDC_FILE = /design/flow/constraint.sdc
export NUM_CORES = 4
export LEC_CHECK = 1
export CORE_AREA = 10 10 70 70
export DIE_AREA = 0 0 80 80
</file>
<file path="constraint.sdc">
current_design vending_machine

set clk_period 1.2
set clk_io_pct 0.2

create_clock -name clk0 -period $clk_period [get_ports {clk}]

set non_clock_inputs [all_inputs -no_clocks]
set_input_delay [expr $clk_period * $clk_io_pct] -clock clk0 $non_clock_inputs
set_output_delay [expr $clk_period * $clk_io_pct] -clock clk0 [all_outputs]
</file>
<file path="design.v">
module vending_machine(nw_pa,clk,coin,rst);
   output reg nw_pa;
   input [1:0] coin;
   input       clk,rst;
   reg [1:0]   state;
   reg [1:0]   next_state;
   parameter [1:0] s0=2'b00;
   parameter [1:0] s5=2'b01;
   parameter [1:0] s10=2'b10;
   parameter [1:0] s15=2'b11;
   always @(posedge clk)
     begin
       if (rst)
         state=s0;
       else
         state=next_state;
     end
   always @(state,coin)
     begin
    case (state)
     s0:
        begin
           if (coin==2'b00)
        next_state=s0;
           else
       if (coin==2'b01)
          next_state=s5;
       else
         if (coin==2'b10)
          next_state=s10;
        end
       s5:
          begin
       if (coin==2'b00)
          next_state=s5;
       else
         if (coin==2'b01)
            next_state=s10;
         else
           if (coin==2'b10)
             next_state=s15;
             end
       s10:
          begin
           if (coin==2'b00)
        next_state=s10;
           else
       if (coin==2'b01)
          next_state=s15;
       else
        if (coin==2'b10)
            next_state=s15;  
           end
       s15:
          begin
       next_state=s0;
          end
       default : next_state=s0;
    endcase  
     end  
   always @(state)
 begin
   case (state)
      s0 : nw_pa<=1'b0;
      s5 : nw_pa<=1'b0;
      s10: nw_pa<=1'b0;
      s15: nw_pa<=1'b1;
    default: nw_pa<=1'b0;
   endcase  
 end
endmodule
</file>
==> qor.yml <==
drv_cap: 0
final-hold-violation-count: 0
cts_root_buf: "clkbuf_4"
cp_max_fo: 2
cts_buffers: 3
yosysUniqueCellTypes: 11
fp_util: 0.0403
path_class: "flop to primary output"
rows: 21
syn_inst: 15
insertedDiodeCount: 0
vias_per_cell: 2.06
unclocked_pins: 2
mux_share: 0.0727
cts.htree.levels: 1
clk_path_buf_depth: 2
status: "finished clean"
overflow: 0
grt_use_total: 0.0171
fin_total_pwr_mw: 0.261
vias: 148
dieArea_sq_mm: 0.00640
xor_share: 0
place_congestion: 0.670
finalCritPeriodShare: 0.924
synthTopLogicFamily: "simple AND/OR/NAND/NOR gates"
post_dp_cell_area_sq_um: 250
ant_nets: 0
min_path_type: "primary input to flop"
finalSetupViolations: 0
syn_to_final_growth_pct: 113
fmax_mhz: 902
adder_share: 0
drt_iter0_drc: 2
grt_max_degree: 5
cts_hold_buffers: 0
dpl.hpwl_um: 307
aoi_share: 0.100
final_core_util: 0.0857
start_kind: "flop"
path_clk_slew_ns: 0.03
drive_gt1_frac: 0.385
yosysCellCount: 15
power_density_mw_per_mm2: 892
wl_um: 446
worstPathArrival_ns: 0.87
worstSetupEndpointType: "primary output"
netlist_area_sq_um: 138
grt_pass1_vias: 180
yosys_area_sq_um: 138
wl_per_cell_um: 6.19
fin_crit_ns: 1.11
antenna_found_initial: 0
cp.required_ns: 0.96
rsz0062_at_grt: "false"
first_pass_iters: 2
p_leak_nw: 0.115
avgSynthCellArea_sq_um: 9.18
cts_tree: "built"
yosysWarnings: 1
drcViolationCount: 0
ir_worst_vdd_mv: 0.226
ios: 5
max_slew_margin: 0.849
portBuffers: 4
finalInstanceArea_sq_um: 293
finalMaxSlewViolations: 0
fp.dieW_um: 80
finalHoldWorstSlack_ns: 0.599
warnings: 25
core_sq_mm: 0.00342
grt_pass1_wl_um: 800
chipHeight_um: 80
worstMarginPinSlew_ns: 0.225
numSynthFlops: 4
simple_gate_area_frac: 0.318
untimed_endpoints: 2
## where the power goes
group	leakage [nW]	total [mW]	switching, mW	internal, mW
Combinational	0.0682	0.0343	0.0128	0.0215
Clock	0.0138	0.150	0.0398	0.110
Sequential	0.0334	0.0767	0.00199	0.0747
## area by class of cell
| cell class | count | area (sq um) |
|---|---|---|
| Sequential cell | 4 | 72.6 |
| Fill cell | 410 | 3120 |
| Clock buffer | 3 | 22.5 |
| Timing Repair Buffer | 8 | 70.1 |
| Tap cell | 46 | 57.6 |
| Multi-Input combinational cell | 11 | 70.1 |
## synth_stat cells
master / n / area share
dfxtp_1: 2 / 0.29
dlxtn_1: 2 / 0.22
nor2_1: 2 / 0.055
nor2b_1: 2 / 0.091
a211oi_1: 1 / 0.055
and2_1: 1 / 0.045
and2b_1: 1 / 0.055
mux2i_1: 1 / 0.073
nand2_1: 1 / 0.027
nand2b_1: 1 / 0.045
o22ai_1: 1 / 0.045
## repair_timing
| item | 4_1_cts | 5_1_grt |
|---|---|---|
| buffers inserted | 1 | 1 |
| pin swaps | 0 | 1 |
| endpoints found under the setup margin | 1 | 1 |
| cloned | 0 | 0 |
| gates resized | 4 | 1 |
## registers in the layout, summed over array words and instances, names as in the netlist
| signal | flops |
|---|---|
| next_state | 2 |
| state | 2 |
## through the flow
stage | setup slack (ns) | TNS [ns] | cells
after floorplan | 0.494 | 0 | 15
after global placement | -0.00682 | -0.00682 | 67
after detailed placement | -0.00963 | -0.00963 | 67
after CTS | 0.0268 | 0 | 71
after global routing | 0.0476 | 0 | 72
final | 0.0910 | 0 | 72
## routing by layer
| metal | global-route usage | vias to the layer above | part of all wire |
|---|---|---|---|
| met1 | 0.0185 | 68 | 0.49 |
| met5 | 0 | - | 0 |
| met3 | 0.0227 | 0 | 0.19 |
| li1 | - | 73 | - |
| met2 | 0.0193 | 7 | 0.32 |
| met4 | 0.00352 | 0 | 0 |
## logic make-up (layout without fill, tap and decap cells)
logic type / count (synthesis) / count (layout)
latches: 2 / 2
muxes: 1 / 1
buffers and inverters: 0 / 11
and+or+nand+nor: 8 / 8
AOI/OAI and AO/OA: 2 / 2
DFF: 2 / 2
## worst max-delay path, stage by stage, from the launching register on
cell and delay (ns):
dfxtp_2 0.32, and2_4 0.15, clkdlybuf4s15_1 0.17
## cells in the final DEF, fill, tap and decap left out, drive strengths merged
cell           Yosys  routed
clkdlybuf4s15      0       1
clkdlybuf4s50      0       3
mux2i              1       1
o22ai              1       1
nand2              1       1
dfxtp              2       2
nor2b              2       2
nand2b             1       1
buf                0       4
a211oi             1       1
dlxtn              2       2
nor2               2       2
and2               1       1
and2b              1       1
clkbuf             0       3
## path summary, 6_finish.rpt
check,from,endpoint,slack [ns],depth (start not counted)
worst max-delay path,state[0],nw_pa,0.09,2
worst min-delay path,rst,state[0],0.60,2
Power is estimated from default activity; no workload was simulated.
